==> /design/flow/design.v <==
module exgcd_recursion (
	input 	clk,     
	input 	rst_n,   
	input	[7:0] data_a,
	input 	[7:0] data_b,
	input	valid_in,
	output 	[7:0] gcd,
	output  [7:0] inv,
	output  reg valid_out
);
localparam 	IDLE = 2'b00,
			DIV = 2'b01,
			FIN = 2'b10,
			CYC  = 2'b11;
reg [1:0] current_state;
reg	[1:0] next_state;
reg [7:0] a;
reg [7:0] b;
reg [7:0] s_0;
reg [7:0] s_1;
reg [7:0] t_0;
reg [7:0] t_1;
reg [7:0] q;
reg [7:0] r;
reg [7:0] tmps;
reg [7:0] tmpt;
reg [7:0] gcd_out;
reg [7:0] inv_out;
assign gcd = gcd_out;
assign inv = inv_out;
always @(posedge clk or negedge rst_n) begin : state
	if(~rst_n) begin
		current_state <= IDLE;
	end else begin
		current_state <= next_state;
	end
end
always @(*) begin : calculate
	if(~rst_n) begin
 		tmps = 8'b0;
        tmpt = 8'b0;
 		s_0 = 8'b1;
 		s_1 = 8'b0;
 		t_0 = 8'b0;
 		t_1 = 8'b1;
        q = 8'b0;
        r = 8'b0;
		valid_out = 0;
	end else begin
		 case (current_state)
		 	IDLE : begin
                s_0 = 8'b1;
                s_1 = 8'b0;
                t_0 = 8'b0;
                t_1 = 8'b1;
				valid_out = 0;
				if(valid_in) begin
					a = data_a;
		 			b = data_b;
					next_state = DIV;
				end
				else next_state = IDLE;
		 	end
		 	DIV : begin
                r = a % b;
                q = a / b;
		 		next_state = FIN;
		 	end
            FIN : begin
                if(r) next_state = CYC;
                else begin
					valid_out = 1;
					next_state = IDLE;
				end
		 	end
		 	CYC : begin
                a = b;
                b = r;
                tmps = s_0;
                s_0 = s_1;
                s_1 = tmps - q * s_1;
                tmpt = t_0;
                t_0 = t_1;
                t_1 = tmpt - q * t_1;
                next_state = DIV;
		 	end
		 	default : begin 
                next_state = IDLE;
		 	end 
		 endcase
	end
end
always @(posedge clk or negedge rst_n) begin : result
	if(~rst_n) begin
		gcd_out <= 8'b0;
        inv_out <= 8'b0;
	end else begin
		if(current_state == FIN && valid_out == 1)begin
            gcd_out <= b;
            inv_out <= s_1;
        end
	end
end
endmodule : exgcd_recursion
==> /design/flow/run.sh <==
#!/bin/bash
# OpenROAD 26Q1-2900-gdf79404cd8, Yosys 0.63+post, stock flow scripts
make -C /OpenROAD-flow-scripts/flow DESIGN_CONFIG=/design/flow/config.mk WORK_HOME=/design/flow/orfs finish
==> /design/flow/config.mk <==
export PLATFORM = sky130hd
export DESIGN_NAME = exgcd_recursion
export DESIGN_NICKNAME = exgcd_recursion
export VERILOG_FILES = /design/flow/design.v
export SDC_FILE = /design/flow/constraint.sdc
export NUM_CORES = 4
export LEC_CHECK = 1
export CORE_UTILIZATION = 50
==> /design/flow/constraint.sdc <==
current_design exgcd_recursion

set clk_period 3.0
set clk_io_pct 0.2

create_clock -name clk0 -period $clk_period [get_ports {clk}]

set non_clock_inputs [all_inputs -no_clocks]
set_input_delay [expr $clk_period * $clk_io_pct] -clock clk0 $non_clock_inputs
set_output_delay [expr $clk_period * $clk_io_pct] -clock clk0 [all_outputs]
==> qor.log <==
INFO  status         status=finished clean
INFO  finish         layout.filler_cells=906
INFO  sta            worst_clock_skew=0.00384ns
INFO  drt            drt-initial-drc-count=181
INFO  finish         syn_to_final_growth=10.2%
INFO  placement      place_hpwl=9.38mm
INFO  worst_setup_path worstReg2RegStart=current_state[0]$_DFF_PN0_
INFO  pwr            static-leakage-power=0.00253uW
INFO  yosys          synth.cells.most_frequent=sky130_fd_sc_hd__ha_1, sky130_fd_sc_hd__nand2_1, sky130_fd_sc_hd__dlxtn_1
INFO  clock_network  htree_num_levels=1
INFO  drt            post_detailed_route_drc_marker_count=0
INFO  drt            wl_per_cell=15.8um
INFO  global_route   grt_max_degree=40
INFO  clock_network  tritoncts=built
INFO  placement      gp_congestion=0.971
INFO  yosys          synth-main-ff-cell=sky130_fd_sc_hd__dlxtn_1
INFO  sta            post-route-worst-setup-slack=1.15ns
INFO  worst_setup_path cp_required=3.14ns
INFO  yosys          synthDistinctLibCells=69
INFO  sta            tightestPinTransition=0.896ns
INFO  sta            post-route-min-period=1.85ns
INFO  sta            setup_violations=0
INFO  yosys          async_set_or_reset_flop_fraction_in_the_synthesized_netlist=26.1%
INFO  sta            max_freq=542MHz
INFO  yosys          synth.cell_area=0.00501mm^2
INFO  worst_setup_path crit_chain=inv_1 -> ha_1 -> nand2_1 -> mux2_2
INFO  clock_network  cts_inserted_buffers=3
INFO  finish         sequential_cell_area=0.00122mm^2
INFO  worst_setup_path setup.reg_to_reg.worst_slack=1.15ns
INFO  floorplanning  fp_util=51.5%
INFO  finish         post_layout_nonfiller_instances=736
INFO  worst_setup_path rr_worst_depth=4
INFO  global_route   initial_antenna_violation_count=0
INFO  yosys          synthCells=581
INFO  sta            layout_worst_path_cycle_share=61.5%
INFO  pwr            power_per_cell_area=309mW/mm^2
INFO  drt            totalWireLength=11.6mm
INFO  sta            relSlewSlack=40.3%
INFO  worst_setup_path worst_setup_path_start_kind=flop
INFO  sta            totalNegativeSetupSlack=0ns
INFO  sta            unconstrained_endpoints=54
INFO  floorplanning  std_cell_rows=36
INFO  global_route   grt_first_pass_wirelength=18.9mm
INFO  global_route   global_route.overflow_total=0
INFO  pwr            totalPowerFinal=1710uW
INFO  min_path       hold_wc_startpoint=gcd_out[1]$_DFFE_PN0P_
INFO  clock_network  cts.path.max_buffers=2
INFO  sta            report.final.slew_viol_count=0
INFO  finish         layout.core_utilization=56.7%
INFO  clock_network  root_buffer=sky130_fd_sc_hd__clkbuf_8
INFO  min_path       worst_min_delay_path_class=reg2reg
INFO  yosys          synth-seq-cells=69
INFO  floorplanning  die_width=102um
INFO  yosys          yosys.stat.chipArea=0.00501mm^2
INFO  global_route   first_global_vias=3796
INFO  clock_network  cts.reportedPaths.clkPinSlew=0.07ns
INFO  yosys          syn-mean-instance-area=8.62um^2
INFO  worst_setup_path critPathCaptureType=flop
INFO  worst_setup_path critical-path-max-stage-delay=0.62ns
INFO  clock_network  post_cts_resized=0
INFO  min_path       worstHoldPathCells=2
INFO  min_path       worst_min_delay_path_endpoint=gcd_out[1]$_DFFE_PN0P_
INFO  sta            final-hold-violation-count=0
INFO  drt            vias_per_cell=5.59
INFO  clock_network  clock_latency=0.25ns
INFO  clock_network  ctsHoldBuffers=0
INFO  yosys          synth_area_leader_cell=sky130_fd_sc_hd__ha_1
INFO  drt            dr_total_vias=4117
INFO  worst_setup_path worst_r2r_endpoint=inv_out[1]$_DFFE_PN0P_
INFO  drt            antenna_cells=0
INFO  finish         layout-drive-gt1-share=8.46%
INFO  finish         layout.area.comb=0.00353mm^2
INFO  pwr            worst_ir_drop_vdd=0.000212V
INFO  flow_run       warning_count=31
INFO  flow_run       max_cap_violations=0
INFO  floorplanning  placeableCoreArea=0.00973mm^2
INFO  placement      worst_slack_at_placement=1.15ns
INFO  sta            rsz0062_at_grt=no
INFO  global_route   grt_usage=24.0%
INFO  worst_setup_path critical_path_arrival=1.98ns
INFO  yosys          synth_largest_type_area_fraction=15.7%
INFO  worst_setup_path critical_path_peak_fanout=24
INFO  yosys          number_of_flops_mapped_to_enable_cells_by_yosys=0
INFO  floorplanning  die_height=102um
INFO  worst_setup_path critical-path-slowest-cell=sky130_fd_sc_hd__nand2_1
INFO  floorplanning  chip_area=0.0104mm^2
INFO  yosys          synthTopCellsByArea=sky130_fd_sc_hd__ha_1, sky130_fd_sc_hd__dlxtn_1, sky130_fd_sc_hd__dfrtp_1, sky130_fd_sc_hd__fa_1, sky130_fd_sc_hd__mux2_2
INFO  clock_network  post_cts.repair.setup_buffers=0
INFO  floorplanning  io_pins=36
INFO  placement      io_buffer_count=35
INFO  sta            unclocked_regs=51
INFO  placement      place.detailed.instances=732
INFO  drt            antenna_violating_nets_post_route=0
INFO  drt            first_pass_iters=4
INFO  worst_setup_path critical_path_class=reg2reg
INFO  yosys          total_cells_reported_by_yosys_after_synthesis=581
INFO  yosys          ys.warnings.count=137
## how the worst max path moves through the flow
stage / from / endpoint / slack (ns) / depth (start not counted)
after global routing: current_state[0]$_DFF_PN0_ / inv_out[1]$_DFFE_PN0P_ / 0.99 / 4
final: current_state[0]$_DFF_PN0_ / inv_out[1]$_DFFE_PN0P_ / 1.15 / 4
after CTS: current_state[0]$_DFF_PN0_ / inv_out[1]$_DFFE_PN0P_ / 1.14 / 4
## state kept, by name, indices dropped and copies added (netlist names)
name and flops:
valid_out 1, current_state 2, next_state 2, s_1 8
inv_out 8, b 8, a 8, gcd_out 8
r 8, s_0 8, q 8
## per-layer routing
layer,GRT usage [%],up-vias,share of wire (%)
met2,42.7,62,49
met3,0.695,11,3.0
met5,0,-,0
met1,34.4,1954,46
met4,2.97,0,1.5
li1,-,2090,-
## final cells by class
class	count	area share, %
clock buffers	4	0.998
inverters	48	3.26
flip-flops and latches	69	22.0
repair buffers	38	6.76
multi-input cells	444	63.9
well taps	133	3.02
## through the flow
stage | instance area [um^2] | hold slack [ns]
CTS | 5520 | 0.491
finish | 5520 | 0.483
floorplan | 5010 | 0.304
global route | 5520 | 0.511
detailed placement | 5460 | 0.476
global placement | 5460 | 0.465
## logic make-up (layout without fill, tap and decap cells)
logic type | Yosys count | in the layout | share of synthesized area, %
xor gates and xnor gates | 32 | 32 | 5.60
buffers and inverters | 68 | 90 | 5.25
latches | 51 | 51 | 15.3
DFF | 18 | 18 | 9.00
AOI/OAI and AO/OA | 115 | 115 | 16.9
and+or+nand+nor | 186 | 186 | 18.6
muxes | 31 | 31 | 6.87
adders and majority gates | 80 | 80 | 22.5
## worst max-delay path, delay by kind of cell (launching register included)
kind | cells | cell delay (ns)
flip-flops | 1 | 0.37
AND/OR/NAND/NOR | 1 | 0.62
adder cells (fa/ha/maj) | 1 | 0.24
multiplexers | 1 | 0.41
buffers and inverters | 1 | 0.08
## cells in the final DEF (no fill, tap or decap), types with 10 or more instances in the layout
cell type | netlist | layout
sky130_fd_sc_hd__a21oi_1 | 12 | 12
sky130_fd_sc_hd__and2_1 | 16 | 16
sky130_fd_sc_hd__clkdlybuf4s50_1 | 0 | 35
sky130_fd_sc_hd__dfrtp_1 | 18 | 18
sky130_fd_sc_hd__dlxtn_1 | 49 | 49
sky130_fd_sc_hd__fa_1 | 17 | 17
sky130_fd_sc_hd__ha_1 | 63 | 63
sky130_fd_sc_hd__inv_1 | 48 | 48
sky130_fd_sc_hd__mux2_2 | 27 | 27
sky130_fd_sc_hd__nand2_1 | 63 | 63
sky130_fd_sc_hd__nor2_1 | 36 | 36
sky130_fd_sc_hd__nor2b_1 | 10 | 10
sky130_fd_sc_hd__nor3_1 | 19 | 19
sky130_fd_sc_hd__o21a_1 | 16 | 16
sky130_fd_sc_hd__o21ai_0 | 31 | 31
sky130_fd_sc_hd__xnor2_1 | 23 | 23
## power by group
part / internal, uW / switching [uW]
Combinational: 514 / 598
Sequential: 344 / 51.7
Clock: 116 / 81.7
Total: 975 / 731
Power and IR drop assume default switching activity.
