**flow/config.mk**
```make
export PLATFORM = sky130hd
export DESIGN_NAME = exgcd
export DESIGN_NICKNAME = exgcd
export VERILOG_FILES = /design/flow/design.v
export SDC_FILE = /design/flow/constraint.sdc
export NUM_CORES = 4
export LEC_CHECK = 1
export CORE_UTILIZATION = 40
```
**flow/constraint.sdc**
```tcl
current_design exgcd

set clk_period 3.2
set clk_io_pct 0.2

create_clock -name clk0 -period $clk_period [get_ports {clk}]

set non_clock_inputs [all_inputs -no_clocks]
set_input_delay [expr $clk_period * $clk_io_pct] -clock clk0 $non_clock_inputs
set_output_delay [expr $clk_period * $clk_io_pct] -clock clk0 [all_outputs]
```
**flow/design.v**
```verilog
module exgcd (
	input 	clk,     
	input 	rst_n,   
	input	[7:0] data_a,
	input 	[7:0] data_b,
	output 	[7:0] gcd,
	output  [7:0] inv,
	output 	[1:0] current_state_out
);
localparam 	IDLE = 2'b00,
			COMP = 2'b01,
			CALC = 2'b10,
			FIN  = 2'b11;
reg [1:0] current_state;
reg	[1:0] next_state;
reg [7:0] a;
reg [7:0] b;
reg [7:0] m;
reg [7:0] n;
reg [7:0] x;
reg [7:0] y;
reg [7:0] d;
reg [7:0] tmp;
reg [7:0] tmpm;
reg [7:0] tmpn;
reg [7:0] gcd_result;
reg [7:0] inv_out;
assign gcd = gcd_result;
assign current_state_out = current_state;
assign inv = inv_out;
always @(posedge clk or negedge rst_n) begin : state
	if(~rst_n) begin
		current_state <= IDLE;
	end else begin
		current_state <= next_state;
	end
end
always @(*) begin : calculate
	if(~rst_n) begin
 		tmp = 8'b0;
 		x = 8'b0;
 		y = 8'b1;
 		m = 8'b1;
 		n = 8'b0;
 		next_state = IDLE;
	end else begin
		 case (current_state)
		 	IDLE : begin
		 		a = data_a;
		 		b = data_b;
		 		next_state = COMP;
		 	end
		 	COMP : begin
		 		if (a < b) begin
		 			tmp = a;
		 			a = b;
		 			b = tmp;
		 		end
		 		next_state = CALC;
		 	end
		 	CALC : begin
		 		d = (a % b) * b;
		 		tmpm = m;
		 		m = x - d * tmp;
		 		x = tmpm;
		 		tmpn = n;
		 		n = y - d * tmpn;
		 		y = tmpn;
		 		tmp = a % b;
		 		a = b;
		 		b = tmp;
		 		if (~b) next_state = FIN;
		 		else next_state = CALC;
		 	end
		 	FIN : begin
		 		gcd_result = a;
		 		inv_out = x % data_b;
		 		next_state = IDLE;
		 	end
		 	default : begin 
				gcd_result = 8'b0;
				inv_out = 8'b1;
		 	end 
		 endcase
	end
end
endmodule : exgcd
```
**flow/run.sh**
```bash
#!/bin/bash
# OpenROAD 26Q1-2900-gdf79404cd8, Yosys 0.63+post, stock flow scripts
make -C /OpenROAD-flow-scripts/flow DESIGN_CONFIG=/design/flow/config.mk WORK_HOME=/design/flow/orfs finish
```
==> report_table.html <==
<h2>Implementation results</h2>
<table>
<tr><th>Metric</th><th>Value</th></tr>
<tr><th colspan="2">Layout</th></tr>
<tr><td>Share of cells above drive strength 1</td><td>5.15%</td></tr>
<tr><td># fillers</td><td>1,741</td></tr>
<tr><td>Final core area utilization</td><td>45.0%</td></tr>
<tr><td>Area growth from synthesis to layout</td><td>8.55%</td></tr>
<tr><th colspan="2">Critical path</th></tr>
<tr><td>Critical path fanouts, max</td><td>16</td></tr>
<tr><td>Data arrival time at the worst-slack endpoint</td><td>2.09 ns</td></tr>
<tr><td>Critical Path Sink Type</td><td>flip-flop</td></tr>
<tr><td>CP Launch Type</td><td>flip-flop</td></tr>
<tr><td>Cell with the largest stage delay on the worst path</td><td>sky130_fd_sc_hd__ha_1</td></tr>
<tr><td>Ordered list of cells on the worst path</td><td>inv_1, ha_1, clkinv_1, a31oi_1, o21a_1</td></tr>
<tr><td>Setup Crit Path Kind</td><td>reg -&gt; reg</td></tr>
<tr><td>Required time of the critical path</td><td>3.35 ns</td></tr>
<tr><td>Delay of the slowest critical-path stage</td><td>0.52 ns</td></tr>
<tr><th colspan="2">Clock tree</th></tr>
<tr><td>Root buffer selected by CTS</td><td>sky130_fd_sc_hd__clkbuf_16</td></tr>
<tr><td>Post-CTS setup buffer count</td><td>0</td></tr>
<tr><td>TritonCTS clock tree</td><td>done</td></tr>
<tr><td>Late-Pin Clk Latency</td><td>0.22 ns</td></tr>
<tr><td>CTS hold repair buffers</td><td>0</td></tr>
<tr><td>Max H-tree Level</td><td>1</td></tr>
<tr><td>Buffers from clock root to sink, at most</td><td>2</td></tr>
<tr><td>Quantity of gates resized following cts</td><td>0</td></tr>
<tr><td>Inserted Clock Buffers</td><td>3</td></tr>
<tr><td>Clock transition at the register clock pins on the worst setup and hold paths after CTS</td><td>0.03 ns</td></tr>
<tr><th colspan="2">Flow run</th></tr>
<tr><td>Max-cap violations</td><td>0</td></tr>
<tr><td>Count of tool warnings</td><td>34</td></tr>
<tr><th colspan="2">STA</th></tr>
<tr><td>Post-layout period usage</td><td>60.4%</td></tr>
<tr><td>Final hold violation count</td><td>0</td></tr>
<tr><td>Pins Over Slew Limit</td><td>0</td></tr>
<tr><td>Slew at the pin with the worst max-slew slack</td><td>0.800 ns</td></tr>
<tr><td>Worst hold slack</td><td>0.767 ns</td></tr>
<tr><td>Maximum frequency from static timing analysis</td><td>517 MHz</td></tr>
<tr><td>RSZ-0062 raised after global routing</td><td>no</td></tr>
<tr><td>Worst clock skew on the final layout</td><td>0.000848 ns</td></tr>
<tr><td>Max transition margin</td><td>46.5%</td></tr>
<tr><td>Register pins left without a clock</td><td>56</td></tr>
<tr><td>Final setup viols</td><td>0</td></tr>
<tr><td>Clock period minus final worst setup slack</td><td>1.93 ns</td></tr>
<tr><td>Post-Route Setup TNS</td><td>0 ns</td></tr>
<tr><td>Endpoints left unconstrained</td><td>72</td></tr>
<tr><th colspan="2">Yosys</th></tr>
<tr><td>Cell count after synthesis</td><td>899</td></tr>
<tr><td>Most common reg cell</td><td>sky130_fd_sc_hd__dlxtn_1</td></tr>
<tr><td>Post-Synthesis Cell Area</td><td>7270 um2</td></tr>
<tr><td>Post-Syn Area per Cell</td><td>8.09 um2</td></tr>
<tr><td>Yosys stat chip area</td><td>7270 um2</td></tr>
<tr><td>Top cells by area</td><td>sky130_fd_sc_hd__ha_1, sky130_fd_sc_hd__dlxtn_1, sky130_fd_sc_hd__fa_1</td></tr>
<tr><td>Cell total in the yosys stat output</td><td>899</td></tr>
<tr><td>Asr flop ratio synth</td><td>3.45%</td></tr>
<tr><td>Number of library cell types mapped by synthesis</td><td>70</td></tr>
<tr><td>Synth Warn #</td><td>91</td></tr>
<tr><td>Fraction of synthesized cell area taken by the top area cell type</td><td>21.5%</td></tr>
<tr><td>Top cell type by instance count after synthesis</td><td>sky130_fd_sc_hd__ha_1</td></tr>
<tr><td>Number of enable-type register cells in the synthesized netlist</td><td>0</td></tr>
<tr><td>Post-synthesis register bit count</td><td>58</td></tr>
<tr><td>Cell type with the largest total area</td><td>sky130_fd_sc_hd__ha_1</td></tr>
<tr><td>Top cells by count, synth</td><td>sky130_fd_sc_hd__ha_1, sky130_fd_sc_hd__inv_1, sky130_fd_sc_hd__nand2_1, sky130_fd_sc_hd__nor2_1, sky130_fd_sc_hd__dlxtn_1</td></tr>
<tr><th colspan="2">Routing</th></tr>
<tr><td>WL per Instance</td><td>15.2 um</td></tr>
<tr><td>DRC</td><td>0</td></tr>
<tr><td>Drt initial violations</td><td>302</td></tr>
<tr><td>Antenna diode count</td><td>0</td></tr>
<tr><td>TritonRoute pass-1 iters</td><td>5</td></tr>
<tr><td>Vias per cell</td><td>5.37</td></tr>
<tr><td>ANT nets after route</td><td>0</td></tr>
<tr><td>Vias after detailed routing</td><td>6,110</td></tr>
<tr><td>Wirelength, routed</td><td>17.3 mm</td></tr>
<tr><th colspan="2">Placement</th></tr>
<tr><td>Number of I/O port buffers</td><td>35</td></tr>
<tr><td>Half-perimeter wire length after detailed placement</td><td>14.1 mm</td></tr>
<tr><td>Final estimated routing congestion in global placement</td><td>0.899</td></tr>
<tr><th colspan="2">GRT</th></tr>
<tr><td>GRT Util Overall</td><td>19.7%</td></tr>
<tr><td>Pin count of the biggest net entering global routing</td><td>34</td></tr>
<tr><td>Number of antenna violations at the first check in global routing</td><td>0</td></tr>
<tr><td>First-pass GRT wire length</td><td>28.5 mm</td></tr>
<tr><td>Total grt overflow</td><td>0</td></tr>
<tr><td>Number of global-route vias before repair</td><td>5,648</td></tr>
<tr><th colspan="2">Die</th></tr>
<tr><td>Starting Density</td><td>41.5%</td></tr>
<tr><td>Num rows</td><td>48</td></tr>
<tr><td>Top-level port count</td><td>36</td></tr>
<tr><td>Core footprint</td><td>17,500 um2</td></tr>
<tr><td>DIE AREA</td><td>18,700 um2</td></tr>
<tr><td>Die width</td><td>137 um</td></tr>
<tr><td>Chip height</td><td>137 um</td></tr>
<tr><th colspan="2">Worst hold path</th></tr>
<tr><td>Type of the worst min-delay path</td><td>in -&gt; async</td></tr>
<tr><th colspan="2">Outcome</th></tr>
<tr><td>Run status</td><td>finished, final reports clean</td></tr>
</table>
## layer usage
| metal | vias up | share of wire, % | GRT usage [%] |
|---|---|---|---|
| li1 | 3201 | - | - |
| met1 | 2791 | 52 | 31.5 |
| met2 | 114 | 43 | 30.4 |
| met3 | 4 | 4.7 | 1.81 |
| met4 | 0 | 0.35 | 1.04 |
| met5 | - | 0 | 0 |
## cell families after synthesis
family          Yosys count  share of synthesized area [%]
simple gates            278                           19.7
compound gates          209                           19.4
fa+ha+maj               155                           29.8
buf+inv                 102                           5.46
xor+xnor                 61                           7.76
latches                  56                           11.6
mux                      36                           5.59
flops                     2                          0.688
## final cells by class
type / instances / area, um2 / share of cell area, %
Sequential cell: 58 / 891 / 11.3
Tap cell: 225 / 282 / 3.57
Clock buffer: 3 / 75.1 / 0.951
Inverter: 71 / 267 / 3.38
Multi-Input combinational cell: 739 / 5980 / 75.8
Timing Repair Buffer: 41 / 395 / 5.01
## critical path: cells and delay by family, from the launching register on
family                     cells  cell delay, ns
buffers and inverters          2            0.50
DFF                            1            0.42
AOI/OAI and AO/OA              2            0.42
adders and majority gates      1            0.52
## worst paths after layout
kind                                  startpoint          endpoint  slack, ns  cells after the start
max in group asynchronous                  rst_n  current_state[1]       2.23                      2
min in group clk0               current_state[1]  current_state[0]       0.85                      3
worst max register to register  current_state[0]  current_state[0]       1.27                      5
worst min register to register  current_state[1]  current_state[0]       0.85                      3
worst max-delay path            current_state[0]  current_state[0]       1.27                      5
worst min-delay path                       rst_n  current_state[0]       0.77                      2
## cells in the final DEF, fill, tap and decap left out, types with 25 or more instances in the layout
cell / n
sky130_fd_sc_hd__ha_1: 125
sky130_fd_sc_hd__inv_1: 70
sky130_fd_sc_hd__nand2_1: 60
sky130_fd_sc_hd__nor2_1: 57
sky130_fd_sc_hd__dlxtn_1: 56
sky130_fd_sc_hd__a21oi_1: 48
sky130_fd_sc_hd__and2_1: 47
sky130_fd_sc_hd__xnor2_1: 45
sky130_fd_sc_hd__nor3_1: 37
sky130_fd_sc_hd__o21ai_0: 36
sky130_fd_sc_hd__clkdlybuf4s50_1: 35
sky130_fd_sc_hd__o21a_1: 34
sky130_fd_sc_hd__fa_1: 30
sky130_fd_sc_hd__a21o_1: 26
sky130_fd_sc_hd__mux2_2: 25
## state kept, by name (all words and copies together) (netlist names)
name / count
gcd_result: 8
b: 8
a: 8
m: 8
inv_out: 8
tmp: 8
current_state: 2
x: 8
## stage by stage
stage          std cells  worst slack [ns]  instance area, um2
6_report            1137              1.27                7890
3_3_place_gp        1134              1.36                7820
2_1_floorplan        899              1.75                7270
3_5_place_dp        1134              1.32                7820
5_1_grt             1137              1.12                7890
4_1_cts             1137              1.28                7890
